==> /design/flow/design.v <==
`timescale 1ns / 1ps
module SignedMultiplier #(parameter IN_WIDTH = 16)(
    input  signed [IN_WIDTH-1:0] in_a,
    input  signed [IN_WIDTH-1:0] in_b,
    output signed [(2*IN_WIDTH)-1:0] out_p
);
    assign out_p = in_a * in_b; 
endmodule
==> /design/flow/run.sh <==
#!/bin/bash
# OpenROAD 26Q1-2900-gdf79404cd8, Yosys 0.63+post, stock flow scripts
make -C /OpenROAD-flow-scripts/flow DESIGN_CONFIG=/design/flow/config.mk WORK_HOME=/design/flow/orfs finish
==> /design/flow/config.mk <==
export PLATFORM = sky130hd
export DESIGN_NAME = SignedMultiplier
export DESIGN_NICKNAME = SignedMultiplier
export VERILOG_FILES = /design/flow/design.v
export SDC_FILE = /design/flow/constraint.sdc
export NUM_CORES = 4
export LEC_CHECK = 1
export CORE_UTILIZATION = 30
==> /design/flow/constraint.sdc <==
current_design SignedMultiplier

set clk_period 17.5
set clk_io_pct 0.2

create_clock -name clk0 -period $clk_period

set non_clock_inputs [all_inputs -no_clocks]
set_input_delay [expr $clk_period * $clk_io_pct] -clock clk0 $non_clock_inputs
set_output_delay [expr $clk_period * $clk_io_pct] -clock clk0 [all_outputs]
==> run_results.csv <==
group,metric,value,unit
setup_path,startpoint_type,"primary input",
global_route,antenna_found_initial,0,
yosys,ys_sh_mux,0,%
floorplan,die_width,183.8,um
clock_network,ctsHoldBuffers,0,
cells_and_area,clockBufferCount,0,
detailed_routing,first_pass_iters,4,
timing,tns,0,ps
cells_and_area,drive_gt1_share,1.157,%
cells_and_area,seq_cells,0,
placed_design,dp_hpwl,20070,um
setup_path,slowest_delay,960,ps
global_route,grt_overflow,0,
setup_path,cp.arrival,11170,ps
setup_path,critPathKind,"primary input to output pin",
clock_network,ctsResizeCount,0,
yosys,syn_area,9911,um2
placed_design,globalplace.congestion,0.9039,
yosys,yosysSeqAreaShare,0,%
yosys,ys_sh_aoi,5.264,%
global_route,grt_pass1_vias,7333,
cells_and_area,mostFrequentLayoutCell,"inv_1",
setup_path,crit_chain,"clkdlybuf4s50_1 > nand2_1 > inv_1 > fa_1 > fa_1 > fa_1 > fa_1 > fa_1 > inv_1 > fa_1 > inv_1 > ha_1 > and3_1 > nand3_1 > or4b_1 > a21oi_1 > o41ai_2 > o2111ai_1 > a21oi_1 > xnor2_1 > clkdlybuf4s50_1",
floorplan,die_area,33770,um2
detailed_routing,wirelength,23130,um
cells_and_area,final_layout_top_logic_cells,"inv_1 (290), fa_1 (262), nand2_1 (132), and2_1 (122), ha_1 (82)",
global_route,grt_pass1_wl,39100,um
setup_path,path_common_cell,"fa_1",
setup_path,crit_slowest_cell,"clkdlybuf4s50_1",
yosys,ys_cells,1093,
timing,period_needed,14670,ps
detailed_routing,insertedDiodeCount,0,
cells_and_area,area_delta_synth_final,10.95,%
placed_design,dpl_cell_area,11000,um2
run,drv_cap,0,
cells_and_area,fill_cells,3386,
detailed_routing,vias,6984,
timing,tightest_slew,799.6,ps
yosys,adder_share,63.27,%
global_route,groute.usage.overall,15.61,%
run,warning_count,32,
timing,max_freq,0.06815,GHz
detailed_routing,dr.first_iter.drc_count,321,
yosys,ys_sh_xor,3.270,%
global_route,grt_max_degree,17,
floorplan,fp.dieH,183.8,um
placed_design,io_buffers,64,
yosys,postSynthCellCount,1093,
timing,drv_slew,0,
yosys,synth.logic.top_family,"adder cells",
detailed_routing,drc,0,
hold_path,hp-class,"primary input to output pin",
yosys,simple_gate_area_share,15.73,%
timing,finalHoldViolCount,0,
floorplan,core-area,32540,um2
yosys,ys_area,9911,um2
clock_network,post_cts_buffers,0,
yosys,yosysWarningCount,0,
floorplan,rows,66,
yosys,synth_area_per_cell,9.067,um2
timing,maxSlewHeadroom,46.53,%
status,outcome,"finished clean",
setup_path,critPathMaxFanout,16,
timing,period_used_share,83.85,%
cells_and_area,flop_area,0,um2
detailed_routing,drtAntennaViolNets,0,
timing,setup_viol,0,
detailed_routing,viasPerCell,4.460,
detailed_routing,avgRoutedWirePerCell,14.77,um
floorplan,boundaryPins,64,
cells_and_area,final_area,11000,um2
yosys,synth.distinct_cells,43,
floorplan,fp_util,30.46,%
setup_path,required,14000,ps
timing,rsz0062_at_grt,"no",
setup_path,crit_path_end_kind,"output pin",
==> Yosys cell counts (all sizes together), types with 3 or more instances <==
master	n	share of area, %
a21o	19	1.5
a21oi	19	1.0
a31oi	7	0.44
and2	122	7.7
and3	7	0.49
clkbuf	37	1.4
fa	262	53
ha	82	10
inv	290	11
nand2	132	5.0
nand2b	4	0.25
nand3	5	0.25
nand4	3	0.19
nor2	26	0.98
nor3	5	0.25
o21ai	6	0.30
o21bai	4	0.30
o41ai	3	0.53
xnor2	27	2.4
xor2	10	0.88
==> path summary, 6_finish.rpt <==
| check | slack (ps) | startpoint | end | cells after the start |
|---|---|---|---|---|
| worst max-delay path | 2830 | in_b[1] | out_p[30] | 21 |
| worst min-delay path | 8120 | in_a[0] | out_p[0] | 4 |
==> metrics by stage <==
step,worst slack (ps),instances,util (%),hold WS [ps]
after global routing,2416,1566,33.79,8193
after detailed placement,2838,1566,33.79,8118
final,2826,1566,33.79,8121
after CTS,2795,1566,33.79,8125
after floorplan,4923,1093,-,7077
after global placement,2845,1566,33.79,8122
==> layer usage <==
metal	up-vias	wire, um	global-route usage (%)
li1	3238	-	-
met1	3484	10300	23.97
met2	254	10440	22.77
met3	8	2282	6.159
met4	0	101	0.6000
met5	-	0	0
==> worst max-delay path, delay by kind of cell <==
family | cells | cell delay [ps]
compound gates | 4 | 860
simple gates | 4 | 1210
xor+xnor | 1 | 160
fa+ha+maj | 7 | 3720
buf+inv | 5 | 1710
==> cells by family (layout without fill, tap and decap cells) <==
logic type               count (synthesis)  in the layout
AND/OR/NAND/NOR                        312            312
adder cells (fa/ha/maj)                344            344
AND-OR/OR-AND                           72             72
buffers and inverters                  328            359
XOR/XNOR                                37             37
==> layout make-up <==
class,instances,area [um2],area share [%]
multi-input cells,765,8676,78.90
well taps,442,553.0,5.030
inverters,290,1089,9.900
repair buffers,69,678.2,6.168
