File: flow/run.sh
#!/bin/bash
# OpenROAD 26Q1-2900-gdf79404cd8, Yosys 0.63+post, stock flow scripts
make -C /OpenROAD-flow-scripts/flow DESIGN_CONFIG=/design/flow/config.mk WORK_HOME=/design/flow/orfs finish
File: flow/config.mk
export PLATFORM = sky130hd
export DESIGN_NAME = SaturatingAdder
export DESIGN_NICKNAME = SaturatingAdder
export VERILOG_FILES = /design/flow/design.v
export SDC_FILE = /design/flow/constraint.sdc
export NUM_CORES = 4
export LEC_CHECK = 1
export CORE_UTILIZATION = 30
File: flow/constraint.sdc
current_design SaturatingAdder

set clk_period 16.4
set clk_io_pct 0.2

create_clock -name clk0 -period $clk_period

set non_clock_inputs [all_inputs -no_clocks]
set_input_delay [expr $clk_period * $clk_io_pct] -clock clk0 $non_clock_inputs
set_output_delay [expr $clk_period * $clk_io_pct] -clock clk0 [all_outputs]
File: flow/design.v
`timescale 1ns / 1ps
module SaturatingAdder #(parameter WIDTH = 32) (
    input  signed [WIDTH-1:0] in_a,
    input  signed [WIDTH-1:0] in_b,
    output reg signed [WIDTH-1:0] out_sum
);
    wire signed [WIDTH:0] full_sum;
    assign full_sum = {in_a[WIDTH-1], in_a} + {in_b[WIDTH-1], in_b};
    wire sign_a = in_a[WIDTH-1];
    wire sign_b = in_b[WIDTH-1];
    wire sign_res = full_sum[WIDTH-1]; 
    localparam signed [WIDTH-1:0] MAX_POS = {1'b0, {(WIDTH-1){1'b1}}};
    localparam signed [WIDTH-1:0] MAX_NEG = {1'b1, {(WIDTH-1){1'b0}}};
    always @(*) begin
        if (sign_a == 0 && sign_b == 0 && sign_res == 1)
            out_sum = MAX_POS; 
        else if (sign_a == 1 && sign_b == 1 && sign_res == 0)
            out_sum = MAX_NEG;
        else
            out_sum = full_sum[WIDTH-1:0]; 
    end
endmodule
==> results.sh <==
# implementation run metrics
export IMPL_critPathSlowestCell="a21boi_4"
export IMPL_viasPerCell=5.309
export IMPL_clkbuf_count=0
export IMPL_crit_start="in_a[24]"
export IMPL_dr_pass1_iters=4
export IMPL_pwr_share_clk_pct=0
export IMPL_dp_hpwl_mm=5.560
export IMPL_finalClockPeriodUsage_pct=62.28
export IMPL_grt_max_degree=29
export IMPL_core_um2=6869
export IMPL_io_buffers=96
export IMPL_globalplace_congestion=0.9417
export IMPL_dieArea_um2=7538
export IMPL_finalHoldViolCount=0
export IMPL_start_kind="input pin"
export IMPL_ys_area_um2=2158
export IMPL_finish_utilization_pct=45.96
export IMPL_drc_errors=0
export IMPL_tns_ns=0
export IMPL_antenna_found_initial=0
export IMPL_rsz0062_at_grt="no"
export IMPL_flop_area_um2=0
export IMPL_syn_area_per_cell_um2=6.661
export IMPL_postRouteWirelength_mm=6.734
export IMPL_status="completed"
export IMPL_grt_pass1_vias=2488
export IMPL_max_freq_mhz=97.90
export IMPL_num_vias=2660
export IMPL_p_leak_nw=1.243
export IMPL_post_place_cells=501
export IMPL_grt_pass1_wl_mm=11.49
export IMPL_intPower_w=0.00007984
export IMPL_cp_max_fo=28
export IMPL_crit_path_max_incr_delay_ns=0.62
export IMPL_fillCellCount=714
export IMPL_relSlewSlack_pct=47.86
export IMPL_endpoint_kind="output port"
export IMPL_hold_path_class="in2out"
export IMPL_crit_chain="clkdlybuf4s50_1, ha_1, a211oi_1, o21ai_1, a221oi_2, or4b_1, o311a_2, a21boi_4, o21ai_0, clkdlybuf4s50_1"
export IMPL_crit_end="out_sum[15]"
export IMPL_ir_worst_vdd_uv=22.64
export IMPL_overflow=0
export IMPL_cp_required_ns=13.12
export IMPL_p_comb_share_pct=100.0
export IMPL_wire_per_inst_um=13.44
export IMPL_tightest_slew_ns=0.7623
export IMPL_period_needed_ns=10.21
export IMPL_arrival_ns=6.93
export IMPL_cts_resized=0
export IMPL_postRouteAntennaNets=0
export IMPL_power_density_nw_per_um2=44.10
export IMPL_grt_met2_usage_pct=29.63
export IMPL_fp_utilization_pct=31.42
export IMPL_grt_use_met3_pct=0.5797
export IMPL_ys_warn_count=1
export IMPL_syn2layout_area_growth_pct=46.26
export IMPL_log_warning_count=33
export IMPL_comb_area_um2=2019
export IMPL_p_sw_w=0.00005936
export IMPL_cts_setup_buffers=0
export IMPL_cpMostUsedCell="clkdlybuf4s50_1"
export IMPL_cts_hold_buf=0
export IMPL_flops=0
export IMPL_use_met1_pct=29.08
export IMPL_pwr_share_seq_pct=0
export IMPL_drt_iter0_markers=66
export IMPL_rows=30
export IMPL_power_share_switching_pct=42.64
export IMPL_synthCells=324
export IMPL_final_max_slew_viol_count=0
export IMPL_syn_area_um2=2158
export IMPL_final_cells=501
export IMPL_grt_usage_pct=18.58
export IMPL_top_usage_layer="met2"
export IMPL_synth_distinct_cells=54
export IMPL_fp_dieH_um=86.82
export IMPL_drive_gt1_share_pct=1.975
export IMPL_antennaDiodeCount=0
export IMPL_yosys_stat_cells=324
export IMPL_ys_seq_share_pct=0
export IMPL_setup_viol=0
export IMPL_die_x_um=86.82
export IMPL_maxCapViolCount=0
export IMPL_io_pins=96
export IMPL_path_class="in2out"
-- synth_stat cells (4+ instances only) --
library cell / number / area share, %
a211oi_1: 6 / 2.1
a21o_1: 10 / 3.5
a21oi_1: 33 / 7.7
a32o_1: 4 / 1.9
clkbuf_1: 9 / 1.6
ha_1: 33 / 19
inv_1: 15 / 2.6
nand2_1: 25 / 4.3
nand2b_1: 4 / 1.2
nand3_1: 9 / 2.1
nand4_1: 8 / 2.3
nor2_1: 26 / 4.5
nor3_1: 9 / 2.1
o211ai_1: 4 / 1.4
o21ai_0: 42 / 9.7
o21ai_1: 6 / 1.4
o31ai_1: 5 / 1.7
xnor2_1: 9 / 3.7
xor2_1: 12 / 4.9
-- how the worst min path moves through the flow --
| stage | start | endpoint | cells past startpoint |
|---|---|---|---|
| 4_1_cts | in_b[1] | out_sum[1] | 5 |
| 6_report | in_b[1] | out_sum[1] | 5 |
| 5_1_grt | in_b[1] | out_sum[1] | 5 |
-- final cells by class --
| type | instances | area share (%) |
|---|---|---|
| Inverter | 15 | 1.784 |
| Timing Repair Buffer | 96 | 30.44 |
| Tap cell | 96 | 3.805 |
| Multi-Input combinational cell | 294 | 63.97 |
-- kinds of logic after synthesis --
group	Yosys count	synth area share (%)
buffers and inverters	30	6.434
AND/OR/NAND/NOR	96	21.39
multiplexers	2	0.9855
XOR/XNOR	21	8.522
AND-OR/OR-AND	141	42.61
adder cells (fa/ha/maj)	34	20.06
-- routing by layer --
metal  vias up  share of wire [%]  wire length, um
met5         -                  0                0
met4         0               0.52               35
met3         4                4.9              329
met2        74                 45             3018
met1      1180                 50             3350
li1       1402                  -                -
-- worst max-delay path, delay by kind of cell --
kind	cells	cell delay, ns
AOI/OAI and AO/OA	6	1.88
and+or+nand+nor	1	0.49
adders and majority gates	1	0.42
buffers and inverters	2	0.86
-- cells in the final DEF (no fill, tap or decap), drive strengths merged, types with 8 or more instances in the layout --
master	Yosys	final
a21o	10	10
ha	33	33
nand2	25	25
xor2	12	12
clkdlybuf4s50	0	96
nand3	10	10
nor3	9	9
nand4	8	8
xnor2	9	9
inv	15	15
a21oi	33	33
nor2	26	26
o21ai	48	48
-- through the flow --
step	power [W]	instance area, um2	hold WS (ns)	setup slack (ns)
floorplan	0.00007264	2158	6.746	7.729
global placement	0.0001393	3157	7.685	6.289
detailed placement	0.0001388	3157	7.679	6.187
CTS	0.0001401	3157	7.686	6.162
finish	0.0001392	3157	7.678	6.186
global route	0.0001566	3157	7.740	5.906
-- power by group through the flow --
| stage | sequential, W | clock (W) | combinational (W) |
|---|---|---|---|
| after CTS | 0 | 0 | 0.000140 |
| after global routing | 0 | 0 | 0.000157 |
| final | 0 | 0 | 0.000139 |
Power figures rest on the tool's default switching activity, not on a simulated workload.
